File: ./design.v
`timescale 1ns / 1ps
module counter10 (
  input            clk,
  input            clr,
  input            load,
  input            en,
  input      [3:0] data,
  output reg [3:0] q,
  output reg       cout
);
always@(posedge clk) begin
  if (clr == 1'b1)
    q <= 0;
  else if (load == 1'b1)
    q <= data;
  else if (en == 1'b1) begin
    if (q == 9)
      q <= 0;
    else
      q <= q + 1;
  end
end
always@(q) begin
  if (q == 9)
    cout = 1;
  else
    cout = 0;
end
endmodule
File: ./run.sh
#!/bin/bash
# OpenROAD 26Q1-2900-gdf79404cd8, Yosys 0.63+post, stock flow scripts
make -C /OpenROAD-flow-scripts/flow DESIGN_CONFIG=/design/flow/config.mk WORK_HOME=/design/flow/orfs finish
File: ./config.mk
export PLATFORM = sky130hd
export DESIGN_NAME = counter10
export DESIGN_NICKNAME = counter10
export VERILOG_FILES = /design/flow/design.v
export SDC_FILE = /design/flow/constraint.sdc
export NUM_CORES = 4
export LEC_CHECK = 1
export CORE_AREA = 10 10 70 70
export DIE_AREA = 0 0 80 80
File: ./constraint.sdc
current_design counter10

set clk_period 1.5
set clk_io_pct 0.2

create_clock -name clk0 -period $clk_period [get_ports {clk}]

set non_clock_inputs [all_inputs -no_clocks]
set_input_delay [expr $clk_period * $clk_io_pct] -clock clk0 $non_clock_inputs
set_output_delay [expr $clk_period * $clk_io_pct] -clock clk0 [all_outputs]
==> out/qor.csv <==
metric,value,unit
syn_to_final_growth,102,%
postSynthAreaPerCell,9.07,µm²
edf_count,0,
worstMarginPinSlew,212,ps
grt_usage,2.64,%
wl_met3,60,µm
intPower,273,µW
drc,0,
overflow,0,
hold_ws,604,ps
worstSetupEndpointType,output port,
comb_area,151,µm²
synth.top_cells.by_count,"4 x dfxtp_1, 4 x inv_1, 3 x mux2i_1",
fp-row-count,21,
reg_top3,q x4,
slew_headroom,85.8,%
synthAoiAreaFrac,23.6,%
outcome,"finished, final reports clean",
crit_type,reg -> out,
ir_worst_vdd,161,µV
firstDrtPassIters,2,
drt-met1-wl,359,µm
ys_warn_count,1,
io_pins,13,
yosysUniqueCellTypes,19,
cts_sinks,4,
grt_pass1_wl,1.40,mm
vias,293,
p_per_area,709,nW/µm²
ys_seq_share,31.5,%
grt_pass1_vias,292,
core_region_area,3420,µm²
clockBufferDepth,2,
wl_per_cell,8.46,µm
place.gp.congestion,0.781,
yosys_cells,28,
simple_gate_share,17.2,%
final_cells,94,
switching_share,24.8,%
clock.latency.late_pin,240,ps
port_buffers,12,
drt_iter0_drc,27,
setup_ws,61.0,ps
power_switching,90.3,µW
top_register,q,
ys.flop_type,dfxtp_1,
p_leak,0.000221,µW
cts_hold_buffers,0,
antenna_cells,0,
yosys_area,254,µm²
ys_async_sr_fraction,0,%
synthAdderAreaFrac,0,%
routed_wirelength,795,µm
crit_path_max_fanout,6,
netlist_top_cells_area,"dfxtp_1 32%, mux2i_1 12%, a221oi_2 5.9%, inv_1 5.9%, and4bb_2 4.9%",
ys_top_logic_family,AND-OR/OR-AND gates,
netlist_instances,28,
arrival,1140,ps
timing.final.hold_violations,0,
top_layer,met4,
clkSlewWorstSetupHoldPaths,40,ps
maxSlewViolCount,0,
required,1200,ps
post-dp-hpwl,647,µm
setup_tns,0,ps
largest_register_ffs,4,
die_x,80,µm
cts_buffers,3,
final_layout_size_suffix_gt1_share,33.3,%
yosysTopAreaCell,dfxtp_1,
synth_top_area_share,31.5,%
final.setup_skew,6.34,ps
p_seq_share,33.8,%
hp-class,reg -> reg,
mux_area_share,11.8,%
cp_slowest_stage_delay,460,ps
tritoncts,built,
antenna_found_initial,0,
fp.dieH,80,µm
start_kind,flip-flop,
warnings,25,
pwr-share-clk,37.9,%
cts-root-buf,clkbuf_4,
rsz0062_at_grt,false,
seq_area,85.1,µm²
clock.fmax,0.695,GHz
fp_util,7.44,%
postCtsSetupBuffers,0,
place_worst_setup_slack,9.93,ps
maxCapViolCount,0,
ant_nets,0,
syn-cell-area,254,µm²
xor_area_share,6.90,%
dp_cells,91,
wl_met2,354,µm
ys_seq_elements,4,
vias_per_cell,3.12,
timing.final.crit_share,95.9,%
cp_cell_sequence,"buf_6, clkdlybuf4s50_1",
h-tree-depth,1,
power_frac_comb,28.3,%
fillerInstances,389,
grt_max_degree,7,
timing.final.crit_period,1440,ps
chipArea,6400,µm²
finalSetupViolCount,0,
cpMaxStageDelayCell,clkdlybuf4s50_1,
[power groups by stage]
stage                 Combinational [µW]  Clock [µW]  Sequential, µW
final                                103         138             123
after global routing                 113         157             124
after CTS                            101         140             120
[worst paths after layout]
kind	from	to	slack, ps	depth (start not counted)
setup / recovery	q[2]$_SDFFE_PP0P_	q[2]	60	2
hold / removal	q[1]$_SDFFE_PP0P_	q[3]$_SDFFE_PP0P_	600	2
setup reg to reg	q[0]$_SDFFE_PP0P_	q[1]$_SDFFE_PP0P_	440	4
hold reg to reg	q[1]$_SDFFE_PP0P_	q[3]$_SDFFE_PP0P_	600	2
[worst max-delay path: cells and delay by family (launching register included)]
family                 cells  cell delay, ps
buffers and inverters      2             570
DFF                        1             320
[cells in the final DEF, fill, tap and decap left out]
cell / synthesis / layout
buf_6: 0 / 4
a21oi_1: 2 / 2
inv_1: 4 / 4
clkbuf_4: 0 / 3
xor2_1: 1 / 1
and4bb_2: 1 / 1
a221oi_2: 1 / 1
nand2b_1: 1 / 1
nand3_1: 1 / 1
buf_4: 1 / 2
nor2b_1: 1 / 1
dlymetal6s2s_1: 0 / 1
xnor2_1: 1 / 1
a311oi_1: 1 / 1
o21a_1: 1 / 1
nor2_1: 1 / 1
dfxtp_2: 0 / 4
mux2i_1: 3 / 3
a211o_1: 1 / 1
nand2_1: 1 / 1
clkdlybuf4s50_1: 0 / 10
a41o_1: 1 / 1
dlygate4sd2_1: 0 / 1
nand2_2: 1 / 1
[area by class of cell]
| class | instances | share of cell area [%] |
|---|---|---|
| timing repair buffer | 18 | 35.4 |
| multi-input combinational | 19 | 29.5 |
| sequential | 4 | 16.6 |
| tap | 46 | 11.2 |
| clock buffer | 3 | 4.39 |
| inverter | 4 | 2.93 |
[through the flow]
stage	instance area (µm²)	utilization [%]	power (µW)
floorplan	254	-	160
global placement	469	13.7	220
detailed placement	469	13.7	221
CTS	494	14.5	361
global route	513	15.0	394
finish	513	15.0	364
[kinds of logic (layout without fill, tap and decap cells)]
kind of cell / Yosys count / after routing
buffers and inverters: 5 / 25
flip-flops: 4 / 4
AND/OR/NAND/NOR: 7 / 7
XOR/XNOR: 2 / 2
AND-OR/OR-AND: 7 / 7
multiplexers: 3 / 3
[routing by layer]
layer / global-route usage (%) / vias to the layer above
met5: 0 / -
met4: 0.704 / 0
met3: 1.36 / 4
met2: 3.77 / 11
met1: 3.40 / 139
li1: - / 139
[what timing repair did]
item | in CTS | in global routing
pin swaps | 1 | 0
resized | 2 | 8
setup endpoints to repair | 2 | 4
Power figures rest on the tool's default switching activity, not on a simulated workload.
