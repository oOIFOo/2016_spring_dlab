==> design.v <==
`timescale 1ns / 1ps
module MULT(
	input wire clk,
	input wire enable,
	input wire [7:0] A,
	input wire [7:0] B,
	output wire [15:0] out
);
	reg [15:0]sum;
	integer i, j;
	wire [15:0] t;
	assign out = sum;
	always @( posedge clk )
	if( ~enable ) begin 
		i <= 8;
		j <= 0;
		sum <= 0;
	end
	else 
	begin	
		if(i > 0)
		begin
			i <= i - 1;
			sum = sum << 1;
			if(B[i - 1] == 1)
			begin	
				sum = sum + A;			
			end		
		end
	end
endmodule
==> run.sh <==
#!/bin/bash
# OpenROAD 26Q1-2900-gdf79404cd8, Yosys 0.63+post, stock flow scripts
make -C /OpenROAD-flow-scripts/flow DESIGN_CONFIG=/design/flow/config.mk WORK_HOME=/design/flow/orfs finish
==> config.mk <==
export PLATFORM = sky130hd
export DESIGN_NAME = MULT
export DESIGN_NICKNAME = MULT
export VERILOG_FILES = /design/flow/design.v
export SDC_FILE = /design/flow/constraint.sdc
export NUM_CORES = 4
export LEC_CHECK = 1
export CORE_UTILIZATION = 50
==> constraint.sdc <==
current_design MULT

set clk_period 4.8
set clk_io_pct 0.2

create_clock -name clk0 -period $clk_period [get_ports {clk}]

set non_clock_inputs [all_inputs -no_clocks]
set_input_delay [expr $clk_period * $clk_io_pct] -clock clk0 $non_clock_inputs
set_output_delay [expr $clk_period * $clk_io_pct] -clock clk0 [all_outputs]
==> notes.md <==
The flow run is done. Placed wire-length estimate landed at 3.46 mm. In this run the cell area measured after placement is 0.00311 sq mm. For this block, the via count after detailed routing is approximately 2200. The run reported a max-capacitance violation count of 0. The flow measured a signed area growth from synthesis to layout of 16.7%. Average wire length per cell after detail routing landed at ~12 um. Share of final-layout standard cells stronger than drive strength 1 landed at approximately 6.5%. The most critical min-delay path falls under register to register. Count of buffers from port buffering landed at 33.

Global-route wire length before repair landed at between 8 and 9 mm. In this run the VDD rail shows a maximum IR drop of roughly 0.36 mV. Post-CTS setup repair buffer count landed at 0. Required time of the worst setup path landed at 5.03 ns. The number of gates resized after CTS was 0. Setup repair after global routing left no endpoint under its margin. Clock transition at the registers of the reported paths landed at around 0.08 ns. Clock period minus worst slack landed at just over 3 ns. Final global-route overflow total landed at 0. The worst setup path is captured at a register. CTS placed an instance of clkbuf_8 at the clock tree root. Total global-route track usage landed at a little under a fifth. Global placer's final weighted congestion landed at between 0.8 and 0.9. Per the final timing report, the hold violations number 0.

The wire length recorded after detailed routing is roughly 5 mm. Synthesis handed over a netlist of about 310 instances. Area occupied by registers landed at ~960 sq um. Setup clock skew after layout landed at approximately 0.0055 ns.

Post-synthesis cell area landed at 0.00274 sq mm. The cell that appears most often on the critical path is o31a_1. The leakage power in the latest report is roughly 1.2 nW.

Per the timing report, the achievable frequency comes out to approximately 0.32 GHz. Flip-flop and latch count after synthesis landed at 48. For this design the top-level I/O count stands at 34.

The chip occupies a little under 0.006 sq mm. The signal on the critical path passes through clkdlybuf4s50_1, ha_1, inv_1, fa_1, nor2b_1, o31a_1, o31a_1, nor2_1, or4_1, a31oi_1. The run finished with clean final reports. In the final report, the number of endpoints failing setup comes to 0. H-tree depth landed at 2. Count of filler cells inserted in the layout landed at 459. Overall die width landed at about 76 um.

Detailed-route iteration 0 reported a violation count of around 80. The number of warnings reported in the stage logs is 26. Number of global-route vias before repair landed at 1940. Count of pins over their slew limit landed at 0.

Combined area of the multi-input logic cells landed at roughly 0.0017 sq mm. Cell row count landed at 26. Final instance area landed at between 0.003 and 0.004 sq mm. Post-route DRC violation count landed at 0.

Entering global routing, the biggest net connects ~50 pins. Number of inserted diodes landed at 0. Critical-path maximum fanout landed at 6.

Height of the die landed at 76.0 um. Post-synth area from yosys stat landed at approximately 0.0027 sq mm. Post-route period utilization is reported as approximately 64%. Tally of nets with antenna violations remaining after routing landed at 0. STA classifies the critical path startpoint as a primary input. Counting the buffers created by CTS gives 5. Placeable core region landed at between 0.005 and 0.006 sq mm. Maximum single-stage delay on the critical path landed at about 0.5 ns. After synthesis, the share of flip-flops with an asynchronous set or reset is 0%. Excluding fillers, the count of instances in the completed layout stands at between 400 and 500. The critical path's slowest stage uses the library cell or4_1. A synthesized cell averages about 8.9 sq um.

Clock tree synthesis found a total of about 48 sinks. Number of iterations in the first detailed-routing pass landed at 4. The synth_stat.txt file lists the number of cells as between 300 and 400. The transition time recorded at the tightest slew-check pin is between 0.7 and 0.8 ns. Share of the yosys chip area belonging to registers landed at 35.1%.

After routing, the total negative slack on setup checks comes to 0 ns. Looking at the cell usage after synthesis, the top flip-flop cell is dfxtp_1. The OpenROAD report gives the critical path a data arrival time of roughly 3.3 ns. Maximum buffer depth of the clock tree landed at 2. The synthesis report lists the Yosys warning total as 1. Post-synth tally of flip-flops with integrated enable landed at 0.

The detailed placer reported the number of placed instances as 399. The number of hold buffers added after CTS was 0. TritonCTS built the clock tree. Looking at the setup timing report, the critical path kind is primary input to register. Distinct cell type count of the synthesized netlist landed at 51. At the floorplan stage, the core utilization is reported as 52.6%. The worst pin sits at a relative slew slack of between 50% and 60%. Via-per-instance ratio landed at roughly 5.5.

The initial antenna violation count came to 0. The flow reported a cell area power density of roughly 640 mW/mm^2. The skew report gives the latency at the later pin of the worst-skew pair as 0.29 ns.
-- worst max-delay path: cells and delay by family --
kind | cells | cell delay [ns]
AND/OR/NAND/NOR | 3 | 0.78
AND-OR/OR-AND | 3 | 0.52
buffers and inverters | 2 | 0.51
adder cells (fa/ha/maj) | 2 | 0.55
-- path summary, 6_finish.rpt --
| check | slack [ns] | endpoint | startpoint | cells past startpoint |
|---|---|---|---|---|
| worst max-delay path | 1.71 | sum[11]$_SDFFE_PN0N_ | A[1] | 10 |
| worst max register to register | 2.19 | sum[2]$_SDFFE_PN0N_ | i[0]$_SDFFE_PN0N_ | 7 |
| worst min-delay path | 0.44 | i[30]$_SDFFE_PN0N_ | i[30]$_SDFFE_PN0N_ | 2 |
| worst min register to register | 0.44 | i[30]$_SDFFE_PN0N_ | i[30]$_SDFFE_PN0N_ | 2 |
-- synth_stat cells, drive strengths merged, types with 3 or more instances --
library cell / count / area, sq um
a21boi: 5 / 37.5
a21oi: 13 / 65.1
a31oi: 8 / 56.3
and2: 25 / 156
and3: 4 / 25.0
buf: 6 / 42.5
clkbuf: 6 / 22.5
dfxtp: 48 / 961
ha: 8 / 100
inv: 6 / 22.5
mux2i: 6 / 60.1
nand2: 20 / 77.6
nand2b: 4 / 25.0
nand3: 10 / 50.1
nand3b: 5 / 37.5
nand4: 7 / 50.1
nor2: 17 / 63.8
nor3: 5 / 36.3
nor4: 8 / 65.1
o21a: 3 / 22.5
o21ai: 23 / 115
o31ai: 4 / 30.0
or3: 6 / 37.5
or4: 7 / 60.1
xnor2: 23 / 201
xor2: 7 / 61.3
-- sequential cells by signal, summed over array words and instances (netlist names) --
name  count
sum      16
i        32
-- cells in the final DEF, fill, tap and decap left out, drive strengths merged, types with 10 or more instances in the layout --
cell type	count
a21oi	13
nand2	20
nand3	10
clkdlybuf4s50	33
and2	25
nor2	17
dfxtp	48
o21ai	23
xnor2	23
-- area by class of cell --
type | count | area share [%]
clock buffer | 8 | 2.82
multi-input combinational | 240 | 52.9
tap | 70 | 2.74
sequential | 48 | 30.1
inverter | 6 | 0.705
timing repair buffer | 35 | 10.8
-- logic make-up (layout without fill, tap and decap cells) --
family / Yosys count / count (layout) / share of synthesized area [%]
muxes: 10 / 10 / 4.66
DFF: 48 / 48 / 35.1
xor gates and xnor gates: 30 / 30 / 9.60
adders and majority gates: 9 / 9 / 4.39
buffers and inverters: 18 / 49 / 3.20
AOI/OAI and AO/OA: 67 / 67 / 15.9
and+or+nand+nor: 124 / 124 / 27.1
-- stage by stage --
| stage | hold slack [ns] | worst slack [ns] | total power [W] | util, % |
|---|---|---|---|---|
| final | 0.438 | 1.71 | 0.00206 | 61.4 |
| after detailed placement | 0.430 | 1.41 | 0.00182 | 59.7 |
| after floorplan | 0.415 | 2.03 | 0.00158 | - |
| after CTS | 0.442 | 1.72 | 0.00208 | 61.4 |
| after global placement | 0.428 | 1.45 | 0.00182 | 59.7 |
| after global routing | 0.468 | 1.56 | 0.00225 | 61.4 |
-- where the power goes --
part | leakage (nW) | switching (W) | internal [W]
clock | 0.0455 | 0.000126 | 0.000118
combinational | 0.742 | 0.000599 | 0.000545
sequential | 0.390 | 0.000145 | 0.000523
-- metal layers --
metal	track usage [%]	vias up	share of wire, %
met5	0	-	0
met4	1.92	0	1.2
met3	2.68	5	3.1
met2	28.8	29	43
met1	30.6	1037	53
li1	-	1165	-
Power figures rest on the tool's default switching activity, not on a simulated workload.
