`/design/flow/run.sh`:
```
#!/bin/bash
# OpenROAD 26Q1-2900-gdf79404cd8, Yosys 0.63+post, stock flow scripts
make -C /OpenROAD-flow-scripts/flow DESIGN_CONFIG=/design/flow/config.mk WORK_HOME=/design/flow/orfs finish
```
`/design/flow/config.mk`:
```
export PLATFORM = sky130hd
export DESIGN_NAME = counter
export DESIGN_NICKNAME = counter
export VERILOG_FILES = /design/flow/design.v
export SDC_FILE = /design/flow/constraint.sdc
export NUM_CORES = 4
export LEC_CHECK = 1
export CORE_AREA = 10 10 77 77
export DIE_AREA = 0 0 87 87
```
`/design/flow/constraint.sdc`:
```
current_design counter

set clk_period 2.2
set clk_io_pct 0.2

create_clock -name clk0 -period $clk_period [get_ports {clk}]

set non_clock_inputs [all_inputs -no_clocks]
set_input_delay [expr $clk_period * $clk_io_pct] -clock clk0 $non_clock_inputs
set_output_delay [expr $clk_period * $clk_io_pct] -clock clk0 [all_outputs]
```
`/design/flow/design.v`:
```
`timescale 1ns / 1ps
module counter(
    input clk,
    input reset,
    input east,
    input west,
    output reg [7:0] led
    );
reg [30:0] delay;
reg on , skip;
always@(posedge clk)
begin
	if((east || west) && skip == 0)
		skip = 1;
	else if(skip == 0)
		delay = 0;
	else
		delay = delay + 1;
	if(reset == 1)
		begin
			on = 0;
			led = 0;
			skip = 0;
		end		
		if((east||west))
			on <= 1;
		else 
			on <= 0;
			skip = 0;
		if(on == 0)	
		begin
			if(reset)
			begin
				led = 0;
			end
			else if(led == 7 && east)
			begin
				led = 7;
			end
			else if(led == -8 && west)
			begin
				led = -8;
			end
			else if(east)
				led = led + 1;
			else if(west)
				led = led - 1;
		end
end
endmodule
```
==> job_summary.md <==
## Implementation flow summary

| Metric | Value |
|---|---|
| Status | finished, final reports clean |
| Synthesized netlist cell count | 77 |
| FP Util | 14.6% |
| Count of library flops with an enable pin | 0 |
| Core footprint | 0.00435 mm^2 |
| Cell count in the Yosys report | 77 |
| Final hold violation count | 0 |
| Setup bufs post-CTS | 0 |
| Number of synthesis warnings | 1 |
| Setup crit start kind | primary input |
| F_max | 488 MHz |
| Via count | 621 |
| Post-route DRC violation count | 0 |
| # rows | 24 |
| Most common logic cell in the routed design | clkdlybuf4s50_1 |
| Die Footprint | 0.00757 mm^2 |
| Fill count | 474 |
| DRT antenna net count | 0 |
| Ports | 12 |
| Leak pwr | 0.000345 uW |
| Met2 Usage GRT | 6.06% |
| Mean post-synth cell area | 8.25 um^2 |
| Endpoint arrival time on the critical path | 2.21 ns |
| PostCTS Resize Cnt | 0 |
| Fin area | 878 um^2 |
| Area leader, netlist | dfxtp_1 |
| Yosys cell types | 36 |
| P per Cell Area | 536 mW/mm^2 |
| Total Power | 471 uW |
| Cts hold-fix bufs | 0 |
| Proportion of layout cells with a drive suffix above 1 | 20.0% |
| GRT Total Usage | 4.55% |
| Met1 usage | 6.63% |
| Period Utilization, post-route | 93.1% |
| Port Buffers | 11 |
| Post-Route WL | 1.65 mm |
| Clock skew | 0.00598 ns |
| Largest net degree at the start of global routing | 14 |
| Router iterations before antenna repair | 4 |
| GRT busiest layer | met1 |
| Slew @ Worst Pin | 0.412 ns |
| Global routing usage on met3 | 2.17% |
| Final setup viols | 0 |
| Placer congestion estimate | 0.824 |
| Die height | 87 um |
| CTS Buf Count | 3 |
| Largest fanout on the critical path | 4 |
| Yosys chip area | 636 um^2 |
| Clock buffer depth | 2 |
| Initial antenna violation count | 0 |
| Main area contributors | dfxtp_1 (28%), mux2i_1 (6.3%), ha_1 (3.9%) |
| Setup Crit Path Kind | primary input to register |
| DP HPWL | 1.27 mm |
| Total gr overflow | 0 |
| Crit path capture type | register |
| Wire per inst | 11.2 um |
| Area Overhead vs Synth | 38.2% |
| Post-layout min period | 2.05 ns |
| Latency at later pin | 0.24 ns |
| Initial DRC Count | 34 |
| Htree depth | 1 |
| Critical path data required time | 2.37 ns |
| Maxcap violations | 0 |
| Via density | 4.22 |
| Final Core Density | 20.2% |
| Clk slew on worst S/H paths | 0.05 ns |
| Async S/R FF share, synth | 0% |
| Netlist Area Pre-Place | 636 um^2 |
| Clock root cell | clkbuf_8 |
| Seq cells post-synth | 9 |
| Clock sinks | 9 |
| Register area share after synthesis | 28.3% |
| Yosys top cell area share | 28.3% |
| Tool warnings | 26 |
| Most frequent cells in the layout | clkdlybuf4s50_1 (11), dfxtp_1 (9), nor2_1 (6), buf_4 (6) |
| Unrepaired setup endpoints after global routing | false |
| Die Width | 87 um |
| Worst VDD drop | 0.202 mV |
| Dominant Register Cell | dfxtp_1 |
| Final max-slew violation count | 0 |
| CTS tree | done |
| Slew headroom | 72.5% |
| Dpl cell area | 832 um^2 |
| Fin Setup TNS | 0 ns |
| First-pass GRT wire length | 2.82 mm |
| Vias in the first global route | 574 |
| Inserted Diodes | 0 |
| Hold WC Path Type | register to register |
## cells by family (layout without fill, tap and decap cells)
kind of cell | count (synthesis) | count (layout) | share of synthesized area (%)
and+or+nand+nor | 37 | 37 | 36.2
buffers and inverters | 8 | 26 | 6.69
DFF | 9 | 9 | 28.3
adders and majority gates | 2 | 2 | 3.94
muxes | 4 | 4 | 6.30
AOI/OAI and AO/OA | 17 | 17 | 18.5
## where the power goes
part | internal, uW | switching (uW) | total, uW
registers | 172 | 16.4 | 189
clock network | 124 | 73.1 | 197
logic | 49.0 | 36.2 | 85.2
## cells in the mapped netlist (all sizes together), types with 2 or more instances
master	count
nand2b	2
or4	2
buf	3
mux2i	4
o21bai	3
and3	2
and3b	2
inv	5
nor2	6
nand4	2
nand3	2
a21oi	4
dfxtp	9
nor3	4
ha	2
or3	4
or2	2
nand2	5
o21ai	3
nor2b	2
## final timing paths
check,startpoint,endpoint,slack [ns],depth (start not counted)
setup / recovery,reset,led[6],0.15,8
hold / removal,led[7],led[7],0.49,2
setup reg to reg,led[0],led[6],0.48,7
hold reg to reg,led[7],led[7],0.49,2
## sequential cells by signal, indices dropped and copies added, names as in the netlist
| register | cells |
|---|---|
| led | 8 |
| on | 1 |
## critical path, stage by stage
cell	delay, ns
clkdlybuf4s50_1	0.45
nand2b_1	0.20
inv_1	0.07
ha_1	0.15
and2_1	0.14
a32oi_1	0.13
or4_1	0.49
a21oi_1	0.15
## routing by layer
layer	up-vias	wire (um)
met5	-	0
met4	0	18
met3	2	126
met2	14	667
met1	282	839
li1	323	-
## stage by stage
step                      cells  setup slack [ns]  hold slack (ns)
after floorplan              77             0.334            0.448
after global placement      143           -0.0441            0.492
after detailed placement    143           -0.0818            0.492
after CTS                   147             0.157            0.500
after global routing        147            0.0273            0.537
final                       147             0.153            0.492
## final cells by class
| cell class | instances | area [um^2] | share of cell area (%) |
|---|---|---|---|
| Multi-Input combinational cell | 60 | 413 | 47.0 |
| Sequential cell | 9 | 180 | 20.5 |
| Timing Repair Buffer | 17 | 155 | 17.7 |
| Tap cell | 52 | 65.1 | 7.41 |
| Clock buffer | 3 | 41.3 | 4.70 |
| Inverter | 5 | 18.8 | 2.14 |
| Clock inverter | 1 | 5.00 | 0.570 |
Power and IR drop assume default switching activity.
